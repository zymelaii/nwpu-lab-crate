==> /design/flow/design.v <==
module CustomFSM (
  input  logic clk,
  input  logic rst,
  input  logic dat_in,
  output logic dat_out
);
typedef enum logic[2:0] { S_INIT, S_00, S_01, S_10, S_11 } state_t;
state_t state;
state_t next_state;
always_ff @(posedge clk, posedge rst) begin
  if (rst) begin
    state <= S_INIT;
  end else begin
    state <= next_state;
  end
end
always_comb begin
  unique casez (state)
    S_INIT:  next_state = dat_in == 0 ? S_00 : S_01;
    S_00:    next_state = dat_in == 0 ? S_00 : S_01;
    S_01:    next_state = dat_in == 0 ? S_10 : S_11;
    S_10:    next_state = dat_in == 0 ? S_00 : S_01;
    S_11:    next_state = dat_in == 0 ? S_10 : S_11;
    default: next_state = S_INIT;
  endcase
  unique casez (state)
    S_INIT:  dat_out = 0;
    S_00:    dat_out = 1;
    S_01:    dat_out = 0;
    S_10:    dat_out = 0;
    S_11:    dat_out = 1;
    default: dat_out = 0;
  endcase
end
endmodule : CustomFSM
==> /design/flow/run.sh <==
#!/bin/bash
# OpenROAD 26Q1-2900-gdf79404cd8, Yosys 0.63+post, stock flow scripts
make -C /OpenROAD-flow-scripts/flow DESIGN_CONFIG=/design/flow/config.mk WORK_HOME=/design/flow/orfs finish
==> /design/flow/config.mk <==
export PLATFORM = sky130hd
export DESIGN_NAME = CustomFSM
export DESIGN_NICKNAME = CustomFSM
export VERILOG_FILES = /design/flow/design.v
export SDC_FILE = /design/flow/constraint.sdc
export NUM_CORES = 4
export LEC_CHECK = 1
export CORE_AREA = 10 10 70 70
export DIE_AREA = 0 0 80 80
==> /design/flow/constraint.sdc <==
current_design CustomFSM

set clk_period 1.9
set clk_io_pct 0.2

create_clock -name clk0 -period $clk_period [get_ports {clk}]

set non_clock_inputs [all_inputs -no_clocks]
set_input_delay [expr $clk_period * $clk_io_pct] -clock clk0 $non_clock_inputs
set_output_delay [expr $clk_period * $clk_io_pct] -clock clk0 [all_outputs]
==> impl_metrics.yaml <==
# physical design summary
placed_design:
  dpl.cell_count: 63
  port_buffers: 3
  post_dp_cell_area_um2: 273
  routabilityCongestion: 0.648
cts:
  clkSlewWorstSetupHoldPaths_ps: 40
  post_cts_buffers: 0
  clockBufferDepth: 2
  postCtsHoldBufs: 0
  cts-root-buf: "clkbuf_4"
  insertion_delay_ps: 240
  cts_max_level: 1
  cts_resized: 0
  cts_buffers: 3
  cts_tree: "yes"
  cts.sinks: 5
finish:
  layoutNonFillerInstCount: 67
  fill_cells: 413
  top_register: "state"
  seq_area_um2: 126
  drive_above_1_share_pct: 33.3
  final-comb-area_um2: 55.1
  finalCoreUtilization_pct: 8.75
  largest_reg_flops: 5
  fin_area_um2: 299
  syn2layout_area_growth_pct: 61.5
  reg_top3: "state x5"
route:
  drtAntennaViolNets: 0
  wl_per_cell_um: 4.88
  vias: 107
  drcViolationCount: 0
  n_antenna_cell: 0
  drt-total-wl_um: 327
  drt_pass1_iterations: 1
  drt_iter0_drc: 0
  vias_per_cell: 1.60
die:
  num_rows: 21
  coreArea_um2: 3420
  initCoreUtil_pct: 5.42
  die_w_um: 80
  fp.dieH_um: 80
  chip_area_um2: 6400
  ios: 4
synthesis:
  numSynthFlops: 5
  ys_types: 10
  ys_cells: 14
  avgSynthCellArea_um2: 13.2
  synth_seq_share_pct: 68.2
  netlist_area_um2: 185
  synth_warnings: 1
  yosys_area_um2: 185
  postSynthCellCount: 14
setup_path:
  critical_path_buf_inv_count: 1
  required_ps: 1520
  crit_type: "reg2out"
  end_kind: "output port"
  crit_arrival_ps: 1320
  path_max_fanout: 2
  crit_slowest_cell: "clkdlybuf4s50_1"
  critical_path.max_stage_delay_ps: 430
  r2r_setup_slack_ps: 990
  cp-start-kind: "flop"
  cp_cell_sequence: "or2_2 -> clkdlybuf4s50_1"
  critPathTopFamily: "buffers and inverters"
worst_hold_path:
  hold_class: "in2async"
final_timing:
  finalSetupViolations: 0
  period_needed_ps: 1700
  finalSetupTns_ps: 0
  final_hold_viol_count: 0
  clock_skew_ps: 2.26
  drv_slew: 0
  rsz0062_at_grt: "false"
  fmax_ghz: 0.588
  finalCritPeriodShare_pct: 89.4
  holdWs_ps: 344
global_route:
  grt_pass1_wl_um: 538
  grt_overflow: 0
  grt_start_max_net_pins: 6
  grt.total_usage_pct: 1.14
  grt_pass1_vias: 121
  antenna_found_initial: 0
flow_run:
  max-cap-violations: 0
  warnings: 25
power_and_ir_drop:
  peakVddDrop_mv: 0.176
  power.density_nw_per_um2: 860
  p_leak_nw: 0.122
run_status:
  run_status: "finished, final reports clean"
[per-layer routing]
metal | track usage, % | vias up | routed length [µm] | share of wire, %
met4 | 0.352 | 0 | 0 | 0
met1 | 1.61 | 47 | 209 | 64
met3 | 1.36 | 0 | 31 | 9.5
met2 | 0.883 | 4 | 85 | 26
li1 | - | 56 | - | -
met5 | 0 | - | 0 | 0
[power breakdown]
part / leakage [nW] / total [W] / switching, W / internal (W)
logic: 0.0438 / 0.0000211 / 0.00000884 / 0.0000123
registers: 0.0628 / 0.000116 / 0.00000227 / 0.000113
clock network: 0.0150 / 0.000120 / 0.0000410 / 0.0000792
total: 0.122 / 0.000257 / 0.0000521 / 0.000205
[per-stage QoR]
step / setup WS, ps / total power (W)
2_1_floorplan: 912 / 0.000127
3_3_place_gp: 444 / 0.000137
3_5_place_dp: 437 / 0.000139
4_1_cts: 176 / 0.000264
5_1_grt: 143 / 0.000271
6_report: 200 / 0.000257
[worst reg2reg max path: cells and delay by family, from the launching register on]
kind             cells  cell delay (ps)
DFF                  1              360
and+or+nand+nor      2              470
[synthesized netlist by cell type]
master | count | area, µm²
dfrtp_1 | 4 | 100
nor2_1 | 2 | 7.51
and3b_1 | 1 | 8.76
conb_1 | 1 | 3.75
dfstp_2 | 1 | 26.3
inv_1 | 1 | 3.75
nor2b_1 | 1 | 6.26
nor3_2 | 1 | 10.0
nor3b_2 | 1 | 12.5
or2_2 | 1 | 6.26
[placed cells by master (no fill, tap or decap)]
master           count
clkbuf_4             3
or2_2                1
inv_1                1
and3b_1              1
dfstp_2              1
clkdlybuf4s50_1      3
clkbuf_1             1
nor3_2               1
conb_1               1
nor2_1               2
dfrtp_1              4
nor3b_2              1
nor2b_1              1
[path summary, 6_finish.rpt]
check,endpoint,startpoint,cells past startpoint
setup reg to reg,state[4],state[4],2
hold / removal,state[4],rst,2
hold reg to reg,state[3],state[4],2
setup / recovery,dat_out,state[1],2
min in group clk0,state[3],state[4],2
max in group asynchronous,state[0],rst,2
[layout make-up]
cell class,instances,area share [%]
clock buffer,4,8.79
timing repair buffer,3,10.0
inverter,1,1.26
multi-input combinational,8,18.4
tap,46,19.2
sequential,5,42.3
[cells by family after synthesis]
kind of cell / synth area share [%]
buffers and inverters: 2.03
other: 2.03
AND/OR/NAND/NOR: 27.7
flip-flops: 68.2
Power is estimated from default activity; no workload was simulated.
