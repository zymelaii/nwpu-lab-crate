==> design.v <==
module HorseRaceLamp (
  input  logic      clk,
  input  logic      rst,
  output logic[7:0] out
);
logic rst_n;
logic[24:0] count;
assign rst_n = ~rst;
always_ff @(posedge clk, posedge rst_n) begin
  if (rst_n) begin
    count <= 25'b0;
  end else begin
    count <= count + 1;
  end
end
always_ff @(posedge clk, posedge rst_n) begin
  if (rst_n) begin
    out <= 8'hff;
  end else begin
    case (count[24:21])
      0:  out <= 8'b1111_1110;
      1:  out <= 8'b1111_1101;
      2:  out <= 8'b1111_1011;
      3:  out <= 8'b1111_0111;
      4:  out <= 8'b1110_1111;
      5:  out <= 8'b1101_1111;
      6:  out <= 8'b1011_1111;
      7:  out <= 8'b0111_1111;
      8:  out <= 8'b1011_1111;
      9:  out <= 8'b1101_1111;
      10: out <= 8'b1110_1111;
      11: out <= 8'b1111_0111;
      12: out <= 8'b1111_1011;
      13: out <= 8'b1111_1101;
      14: out <= 8'b1111_1110;
      15: out <= 8'b1111_1111;
    endcase
  end
end
endmodule : HorseRaceLamp
==> run.sh <==
#!/bin/bash
# OpenROAD 26Q1-2900-gdf79404cd8, Yosys 0.63+post, stock flow scripts
make -C /OpenROAD-flow-scripts/flow DESIGN_CONFIG=/design/flow/config.mk WORK_HOME=/design/flow/orfs finish
==> config.mk <==
export PLATFORM = sky130hd
export DESIGN_NAME = HorseRaceLamp
export DESIGN_NICKNAME = HorseRaceLamp
export VERILOG_FILES = /design/flow/design.v
export SDC_FILE = /design/flow/constraint.sdc
export NUM_CORES = 4
export LEC_CHECK = 1
export CORE_UTILIZATION = 30
==> constraint.sdc <==
current_design HorseRaceLamp

set clk_period 5.8
set clk_io_pct 0.2

create_clock -name clk0 -period $clk_period [get_ports {clk}]

set non_clock_inputs [all_inputs -no_clocks]
set_input_delay [expr $clk_period * $clk_io_pct] -clock clk0 $non_clock_inputs
set_output_delay [expr $clk_period * $clk_io_pct] -clock clk0 [all_outputs]
==> run notes <==
impl run done, here's what came out: ys cells=between 100 and 150, global-route wire length before repair=about 4100 um, clock root cell=sky130_fd_sc_hd__clkbuf_8, TritonCTS clock tree=done, clock edge transition at the registers on the reported setup and hold paths=around 0.060 ns, Period Utilization, post-route=0.4126, cell resize tally after clock tree synthesis=0, Worst Hold Slack=0.4498 ns, placed wire-length estimate after detailed placement=roughly 1400 um, DR iter-0 viols=24, Top Ports=10, sink count of the clock tree=33, floorplan core area=roughly 4700 um^2, cell-internal power=between 0.0003 and 0.0004 W, count of final setup violators=0, FP Util=0.3134, number of buffers inserted during clock tree synthesis=5, total overflow reported by the global router=0, largest fanout of any net on the critical path=1, count of max-cap constraint violations=0, switching fraction of total power=0.1912, worst setup skew after layout=about 0.0035 ns, number of cells produced by synthesis=~120, routability-driven placement congestion ratio=between 0.8 and 0.9, hold buffers post-CTS=0, final number of max-transition violations=0, outcome=finished clean, ys flops=33, via count of the first global-routing pass=approximately 900, highest cell delay on the worst timing path=a little over 0.5 ns, number of antenna diodes=0, die area=roughly 5200 um^2, terminus of the critical flop-to-flop path=count[13]$_DFF_PN0_, number of endpoints with negative hold slack in the final report=0, setup repair after global routing missed its margin=false, remaining number of nets flagged by the antenna check after routing=0, R2R setup slack=between 4 and 5 ns, via count=a little under 900, Highest Clock Rate=417.9 MHz, Worst Hold Path Cells=1, Hold Crit Class=flip-flop to flip-flop, Clock power frac=0.414, number of input and output port buffers inserted=9, Std-Cell Rows=25, share of final-layout standard cells stronger than drive strength 1=0.1838, die height=between 70 and 80 um, DRC violations left=0, number of library cell types mapped by synthesis=26, post-detailed-routing wire length=2185 um, maximum resistive drop on vdd=between 0.1 and 0.15 mV, leakage power total=~0.8 nW, Warnings, synthesis=1, Area growth syn-to-layout=17.08%, part of the Yosys area used for sequential elements=0.5647, critical-path cell with the highest stage delay=sky130_fd_sc_hd__dfstp_2, crit path launch type=flip-flop, Chip Area, Yosys=around 1500 um^2, clock latency on the worst-skew pair=between 0.2 and 0.3 ns, Worst Setup Path Type=flip-flop to output pin, net switching component of the power=~0.000077 W, worst-case headroom to the max-slew limit=0.7346, combinational group share of total power=0.013, WP data arrival=approximately 1.2 ns, number of buffer and inverter instances along the worst setup path=1, Setup Fix Bufs, Post-CTS=0, largest net degree at the start of global routing=34, synthesized area=1480 um^2, syn_area_per_cell=roughly 12 um^2, Avg Vias per Cell=roughly 4.4, horizontal die dimension=a little over 70 um, logic depth of the worst register-to-register path=4, total routing resource utilization after global routing=0.1036, average routed wire per standard cell=10.76 um, initial antenna violation count=0, transition at the pin with the smallest max-transition slack=0.3981 ns, Max Buffers Root-to-Sink=2, CP cell instances=clkdlybuf4s50_1, hold path start=count[0]$_DFF_PN0_, critical path capture point type=output pin, count of TritonRoute iterations in the first routing pass=5, htree depth=2, power density normalized to cell area=roughly 230 nW/um^2, sum of negative setup slack=0 ns, family with the most delay on the worst path=flip-flops, time the worst path needs with I/O delays and setup=2.393 ns, sequential group share of total power=0.573, OpenROAD warnings=25, hold path endpoint=count[0]$_DFF_PN0_, Req. time, crit path=approximately 4.6 ns, worst r2r src=count[2]$_DFF_PN0_
-- placed cells by master (no fill, tap or decap), types with 2 or more instances in the layout --
cell type,instances
sky130_fd_sc_hd__nand3_1,9
sky130_fd_sc_hd__nand4_4,2
sky130_fd_sc_hd__nor2_1,7
sky130_fd_sc_hd__nor4_4,3
sky130_fd_sc_hd__xor2_1,10
sky130_fd_sc_hd__clkdlybuf4s50_1,9
sky130_fd_sc_hd__nor3_1,3
sky130_fd_sc_hd__and3_1,3
sky130_fd_sc_hd__nand4_1,4
sky130_fd_sc_hd__or3b_2,2
sky130_fd_sc_hd__dfrtp_1,25
sky130_fd_sc_hd__nand3b_1,2
sky130_fd_sc_hd__clkbuf_8,6
sky130_fd_sc_hd__a21o_1,3
sky130_fd_sc_hd__nand2b_1,2
sky130_fd_sc_hd__nand2_1,13
sky130_fd_sc_hd__xnor2_1,14
sky130_fd_sc_hd__dfstp_2,8
-- power by group through the flow --
stage | registers [W] | logic, W | clock network [W]
after global routing | 0.000230 | 0.00000613 | 0.000189
after CTS | 0.000231 | 0.00000551 | 0.000172
final | 0.000231 | 0.00000521 | 0.000167
-- cell usage after synthesis --
library cell               number  area [um^2]
sky130_fd_sc_hd__nand3_1        9        45.04
sky130_fd_sc_hd__a21o_1         3        22.52
sky130_fd_sc_hd__xor2_1        10        87.58
sky130_fd_sc_hd__and3_1         3        18.77
sky130_fd_sc_hd__nand4_1        4        25.02
sky130_fd_sc_hd__or2_2          1        6.260
sky130_fd_sc_hd__nand4_4        2        42.54
sky130_fd_sc_hd__nor4_4         3        63.81
sky130_fd_sc_hd__or3b_2         2        17.52
sky130_fd_sc_hd__nor3_1         3        15.01
sky130_fd_sc_hd__dfrtp_1       25        625.6
sky130_fd_sc_hd__dfstp_2        8        210.2
sky130_fd_sc_hd__inv_1          1        3.750
sky130_fd_sc_hd__nand3_2        1        10.01
sky130_fd_sc_hd__clkbuf_1       4        15.01
sky130_fd_sc_hd__nand4b_1       1        8.760
sky130_fd_sc_hd__xnor2_1       14        122.6
sky130_fd_sc_hd__o21ai_0        1        5.000
sky130_fd_sc_hd__ha_1           1        12.51
sky130_fd_sc_hd__nor2b_1        1        6.260
sky130_fd_sc_hd__and3_2         1        7.510
sky130_fd_sc_hd__or3_1          1        6.260
sky130_fd_sc_hd__nand3b_1       2        15.01
sky130_fd_sc_hd__nand2_1       13        48.80
sky130_fd_sc_hd__nand2b_1       2        12.51
sky130_fd_sc_hd__nor2_1         7        26.28
-- how the worst max path moves through the flow --
stage	slack, ns	cells past startpoint	to	start
after CTS	3.39	1	out[3]	out[3]$_DFF_PN1_
after global routing	3.35	1	out[4]	out[4]$_DFF_PN1_
final	3.41	1	out[3]	out[3]$_DFF_PN1_
-- metal layers --
layer,part of all wire,GRT usage,up-vias
li1,-,-,445
met1,0.49,0.1558,422
met2,0.45,0.1526,19
met3,0.047,0.03944,2
met4,0.0041,0.01089,0
met5,0,0,-
-- sequential cells by signal (all words and copies together) (netlist names) --
name	cells
count	25
out	8
-- kinds of logic after synthesis --
kind of cell    Yosys count  synth area share
compound gates            4           0.01859
buf+inv                   5           0.01267
flops                    33            0.5647
xor+xnor                 24            0.1420
fa+ha+maj                 1          0.008452
simple gates             56            0.2536
-- metrics by stage --
step                cells  utilization  setup slack (ns)  area [um^2]   power, W
detailed placement    196       0.3486             3.695         1647  0.0002400
global placement      196       0.3486             3.695         1647  0.0002398
floorplan             123            -             4.166         1480  0.0002346
CTS                   203       0.3669             3.393         1733  0.0004083
global route          203       0.3669             3.347         1733  0.0004251
finish                203       0.3669             3.407         1733  0.0004025
-- layout make-up --
class | count | area (um^2)
well taps | 67 | 83.83
multi-input cells | 85 | 625.6
flip-flops and latches | 33 | 835.8
fillers | 447 | 2990
clock buffers | 7 | 86.33
repair buffers | 10 | 97.59
inverters | 1 | 3.754
-- worst register-to-register path, stage by stage, from the launching register on --
cell and delay (ns):
sky130_fd_sc_hd__dfrtp_1 0.42, sky130_fd_sc_hd__nand3_1 0.27, sky130_fd_sc_hd__nor3_1 0.39, sky130_fd_sc_hd__nand4_1 0.17, sky130_fd_sc_hd__xnor2_1 0.15
Power figures rest on the tool's default switching activity, not on a simulated workload.
